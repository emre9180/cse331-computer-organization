**design/flow/config.mk**
```make
export PLATFORM = sky130hd
export DESIGN_NAME = adder_32bit
export DESIGN_NICKNAME = adder_32bit
export VERILOG_FILES = /design/flow/design.v
export SDC_FILE = /design/flow/constraint.sdc
export NUM_CORES = 4
export LEC_CHECK = 1
export CORE_AREA = 10 10 83 83
export DIE_AREA = 0 0 93 93
```
**design/flow/constraint.sdc**
```tcl
current_design adder_32bit

set clk_period 31.3
set clk_io_pct 0.2

create_clock -name clk0 -period $clk_period

set non_clock_inputs [all_inputs -no_clocks]
set_input_delay [expr $clk_period * $clk_io_pct] -clock clk0 $non_clock_inputs
set_output_delay [expr $clk_period * $clk_io_pct] -clock clk0 [all_outputs]
```
**design/flow/run.sh**
```bash
#!/bin/bash
# OpenROAD 26Q1-2900-gdf79404cd8, Yosys 0.63+post, stock flow scripts
make -C /OpenROAD-flow-scripts/flow DESIGN_CONFIG=/design/flow/config.mk WORK_HOME=/design/flow/orfs finish
```
**design/flow/design.v**
```verilog
module adder_16bit(input [15:0] A, input [15:0] B, input Cin, output [15:0] S, output Cout);
wire[3:0] firstCarry;
adder_4bit adder1(A[3:0], B[3:0], Cin, S[3:0], firstCarry[0]);
adder_4bit adder2(A[7:4], B[7:4], firstCarry[0], S[7:4], firstCarry[1]);
adder_4bit adder3(A[11:8], B[11:8], firstCarry[1], S[11:8], firstCarry[2]);
adder_4bit adder4(A[15:12], B[15:12], firstCarry[2], S[15:12], Cout);
endmodule
module adder_32bit(input [31:0] A, input [31:0] B, input Cin, output [31:0] S, output Cout);
wire[3:0] firstCarry;
adder_16bit adder1(A[15:0], B[15:0], Cin, S[15:0], firstCarry[0]);
adder_16bit adder2(A[31:16], B[31:16], firstCarry[0], S[31:16], Cout);
endmodule
module adder_4bit(input [3:0] A, input [3:0] B, input Cin, output [3:0] S, output Cout);
wire[3:0] carryWire;
full_adder full1(A[0], B[0], Cin, S[0], carryWire[0]);
full_adder full2(A[1], B[1], carryWire[0], S[1], carryWire[1]);
full_adder full3(A[2], B[2], carryWire[1], S[2], carryWire[2]);
full_adder full4(A[3], B[3], carryWire[2], S[3], Cout);
endmodule
module full_adder(input A, B, Cin, output s, Cout);
wire w1;
wire w2;
wire w3;
xor xor1(w1, A, B);
xor xor2(s, Cin, w1);
and and1(w2, Cin, w1);
and and2(w3, A, B);
or or1(Cout, w2, w3);
endmodule
```
==> impl_metrics.ini <==
; physical design summary
[status]
status = completed

[final_timing]
min_period_over_period = 0.841
worst_slack_ns = 4.97
tightest_slew_ns = 0.121
min_period_ns = 26.33
setup_viol = 0
hold_viol = 0
final_max_slew_viol_count = 0
maxSlewHeadroom = 0.919
fin_setup_tns_ns = 0
rsz0062_at_grt = no
max_freq_mhz = 38.0

[grt]
overflow = 0
grt_antenna_before_repair = 0
grt_pass1_vias = 899
grt_pass1_wl_um = 4880
grt_max_degree = 2
grt_use_total = 0.0719

[setup_path]
crit_arrival_ns = 20.07
start_kind = primary input
worst_path_dominant_cell_family = adder cells
cpMaxStageDelayCell = clkdlybuf4s50_1
slowest_delay_ns = 0.47
path_buffers = 4
path_max_fanout = 1
crit_required_ns = 25.04
endpoint = S[31]
cpMostUsedCell = fa_1
crit_path_start = A[0]
crit_cells = 36
cp-end-kind = output pin
critical_path_class = in -> out

[yosys]
synth_warnings = 0
synthXorXnorAreaFrac = 0
ys_seq_frac = 0
simple_gate_area_frac = 0
ys_sh_mux = 0
topCellsByArea = fa_1 71%, buf_4 27%, inv_1 2.1%
top_cell_area_share = 0.712
logic_family = adder cells
synth_cell_types = 3
ys_area_um2 = 900
ys_cells = 69
synth_area_um2 = 900
yosysTopAreaCell = fa_1
synth_cells = 69
synthAdderAreaFrac = 0.712
ys_sh_aoi = 0
syn_area_per_cell_um2 = 13.0

[clock_network]
hold_buffers = 0
ctsResizeCount = 0
cts_setup_buffers = 0

[flow_run]
tool_warnings = 32
maxCapViolations = 0

[detailed_routing]
firstDrtPassIters = 2
drt_iter0_drc = 1
routed_wl_um = 3210
drt-wirelength-per-cell_um = 15.6
vias_per_cell = 3.51
drc_errors = 0
num_vias = 720
ant_nets = 0
antenna_cells = 0

[die]
die_area_um2 = 8650
die_w_um = 93
rows = 26
io_pins = 98
fp.coreArea_um2 = 5140
chipHeight_um = 93
fp_util = 0.175

[power]
irDropWorstVdd_v = 0.00000788
leakage_nw = 0.644
p_per_area_nw_per_um2 = 19.9

[cells_and_area]
ff_latch_area_um2 = 0
lay_top_count = clkdlybuf4s50_1
clock_buffers = 0
n_fill_cell = 525
final_cell_mix = 98 x clkdlybuf4s50_1, 32 x fa_1, 5 x inv_1
layout-drive-gt1-share = 0
syn2layout_area_growth_pct = 92.1
seq_cells = 0

[place]
dp_hpwl_um = 3190
numPortBuffers = 98
dpl_worst_slack_ns = 4.89
place.gp.congestion = 0.766

[hold_path]
hold_class = in -> out
==> synthesized netlist by cell type (all sizes together) <==
cell type	instances
inv	5
buf	32
fa	32
==> layout make-up <==
cell class / instances / area (µm²) / share of cell area
inverter: 5 / 18.8 / 0.0109
multi-input combinational: 32 / 641 / 0.371
timing repair buffer: 98 / 981 / 0.568
tap: 70 / 87.6 / 0.0507
==> through the flow <==
step,utilization,area (µm²),power (mW),cells,hold WS [ns]
floorplan,-,900,0.0165,69,12.73
global placement,0.336,1730,0.0350,205,13.60
detailed placement,0.336,1730,0.0354,205,13.61
CTS,0.336,1730,0.0356,205,13.62
global route,0.336,1730,0.0391,205,13.64
finish,0.336,1730,0.0343,205,13.59
==> per-layer routing <==
metal  part of all wire  vias up  GRT usage
met3               0.22        0     0.0582
li1                   -      302          -
met4                  0        0          0
met1               0.43      320     0.0871
met5                  0        -          0
met2               0.35       98      0.105
==> logic make-up (layout without fill, tap and decap cells) <==
logic type                 Yosys count  in the layout
buffers and inverters               37            103
adders and majority gates           32             32
==> power breakdown <==
part | switching, mW | internal (mW) | leakage, nW
clock | 0 | 0 | 0
combinational | 0.00902 | 0.0253 | 0.644
sequential | 0 | 0 | 0
==> worst min path at each step <==
stage     startpoint    end  cells after the start
6_report       B[31]  S[31]                      5
5_1_grt          Cin   S[0]                      3
4_1_cts        B[31]  S[31]                      5
Power and IR drop assume default switching activity.
