--- ./run.sh ---
#!/bin/bash
# OpenROAD 26Q1-2900-gdf79404cd8, Yosys 0.63+post, stock flow scripts
make -C /OpenROAD-flow-scripts/flow DESIGN_CONFIG=/design/flow/config.mk WORK_HOME=/design/flow/orfs finish
--- ./config.mk ---
export PLATFORM = sky130hd
export DESIGN_NAME = mux_32bit_8x3
export DESIGN_NICKNAME = mux_32bit_8x3
export VERILOG_FILES = /design/flow/design.v
export SDC_FILE = /design/flow/constraint.sdc
export NUM_CORES = 4
export LEC_CHECK = 1
export CORE_AREA = 10 10 145 145
export DIE_AREA = 0 0 155 155
--- ./constraint.sdc ---
current_design mux_32bit_8x3

set clk_period 2.5
set clk_io_pct 0.2

create_clock -name clk0 -period $clk_period

set non_clock_inputs [all_inputs -no_clocks]
set_input_delay [expr $clk_period * $clk_io_pct] -clock clk0 $non_clock_inputs
set_output_delay [expr $clk_period * $clk_io_pct] -clock clk0 [all_outputs]
--- ./design.v ---
module mux_1bit_8x3(input in0, in1, in2, in3, in4, in5, in6, in7, S0, S1, S2, output out);
wire w1, w2, w3, w4, w5, w6 ,w7 ,w8, w9, w10, w11;
not not1(w1, S0);
not not2(w2, S1);
not not3(w3, S2);
and not4(w4, in0, w1, w2, w3), (w5, in1, S0, w2, w3);
and not5(w6, in2, w1, S1, w3), (w7, in3, S0, S1, w3);
and not6(w8, in4, w1, w2, S2), (w9, in5, S0, w2, S2);
and not7(w10, in6, w1, S1, S2), (w11, in7, S0, S1, S2);
or or1(out, w4, w5, w6, w7, w8, w9, w10, w11);
endmodule
module mux_32bit_8x3(input [31:0] input1, input [31:0] input2, input [31:0] input3, input [31:0] input4, input [31:0] input5, input [31:0] input6, input [31:0] input7, 
input [31:0] input8, input S0, input S1, input S2, output [31:0] out);
mux_1bit_8x3 mux1(input1[0], input2[0], input3[0], input4[0], input5[0], input6[0], input7[0], input8[0], S0, S1, S2, out[0]);
mux_1bit_8x3 mux2(input1[1], input2[1], input3[1], input4[1], input5[1], input6[1], input7[1], input8[1], S0, S1, S2, out[1]);
mux_1bit_8x3 mux3(input1[2], input2[2], input3[2], input4[2], input5[2], input6[2], input7[2], input8[2], S0, S1, S2, out[2]);
mux_1bit_8x3 mux4(input1[3], input2[3], input3[3], input4[3], input5[3], input6[3], input7[3], input8[3], S0, S1, S2, out[3]);
mux_1bit_8x3 mux5(input1[4], input2[4], input3[4], input4[4], input5[4], input6[4], input7[4], input8[4], S0, S1, S2, out[4]);
mux_1bit_8x3 mux6(input1[5], input2[5], input3[5], input4[5], input5[5], input6[5], input7[5], input8[5], S0, S1, S2, out[5]);
mux_1bit_8x3 mux7(input1[6], input2[6], input3[6], input4[6], input5[6], input6[6], input7[6], input8[6], S0, S1, S2, out[6]);
mux_1bit_8x3 mux8(input1[7], input2[7], input3[7], input4[7], input5[7], input6[7], input7[7], input8[7], S0, S1, S2, out[7]);
mux_1bit_8x3 mux9(input1[8], input2[8], input3[8], input4[8], input5[8], input6[8], input7[8], input8[8], S0, S1, S2, out[8]);
mux_1bit_8x3 mux10(input1[9], input2[9], input3[9], input4[9], input5[9], input6[9], input7[9], input8[9], S0, S1, S2, out[9]);
mux_1bit_8x3 mux11(input1[10], input2[10], input3[10], input4[10], input5[10], input6[10], input7[10], input8[10], S0, S1, S2, out[10]);
mux_1bit_8x3 mux12(input1[11], input2[11], input3[11], input4[11], input5[11], input6[11], input7[11], input8[11], S0, S1, S2, out[11]);
mux_1bit_8x3 mux13(input1[12], input2[12], input3[12], input4[12], input5[12], input6[12], input7[12], input8[12], S0, S1, S2, out[12]);
mux_1bit_8x3 mux14(input1[13], input2[13], input3[13], input4[13], input5[13], input6[13], input7[13], input8[13], S0, S1, S2, out[13]);
mux_1bit_8x3 mux15(input1[14], input2[14], input3[14], input4[14], input5[14], input6[14], input7[14], input8[14], S0, S1, S2, out[14]);
mux_1bit_8x3 mux16(input1[15], input2[15], input3[15], input4[15], input5[15], input6[15], input7[15], input8[15], S0, S1, S2, out[15]);
mux_1bit_8x3 mux17(input1[16], input2[16], input3[16], input4[16], input5[16], input6[16], input7[16], input8[16], S0, S1, S2, out[16]);
mux_1bit_8x3 mux18(input1[17], input2[17], input3[17], input4[17], input5[17], input6[17], input7[17], input8[17], S0, S1, S2, out[17]);
mux_1bit_8x3 mux19(input1[18], input2[18], input3[18], input4[18], input5[18], input6[18], input7[18], input8[18], S0, S1, S2, out[18]);
mux_1bit_8x3 mux20(input1[19], input2[19], input3[19], input4[19], input5[19], input6[19], input7[19], input8[19], S0, S1, S2, out[19]);
mux_1bit_8x3 mux21(input1[20], input2[20], input3[20], input4[20], input5[20], input6[20], input7[20], input8[20], S0, S1, S2, out[20]);
mux_1bit_8x3 mux22(input1[21], input2[21], input3[21], input4[21], input5[21], input6[21], input7[21], input8[21], S0, S1, S2, out[21]);
mux_1bit_8x3 mux23(input1[22], input2[22], input3[22], input4[22], input5[22], input6[22], input7[22], input8[22], S0, S1, S2, out[22]);
mux_1bit_8x3 mux24(input1[23], input2[23], input3[23], input4[23], input5[23], input6[23], input7[23], input8[23], S0, S1, S2, out[23]);
mux_1bit_8x3 mux25(input1[24], input2[24], input3[24], input4[24], input5[24], input6[24], input7[24], input8[24], S0, S1, S2, out[24]);
mux_1bit_8x3 mux26(input1[25], input2[25], input3[25], input4[25], input5[25], input6[25], input7[25], input8[25], S0, S1, S2, out[25]);
mux_1bit_8x3 mux27(input1[26], input2[26], input3[26], input4[26], input5[26], input6[26], input7[26], input8[26], S0, S1, S2, out[26]);
mux_1bit_8x3 mux28(input1[27], input2[27], input3[27], input4[27], input5[27], input6[27], input7[27], input8[27], S0, S1, S2, out[27]);
mux_1bit_8x3 mux29(input1[28], input2[28], input3[28], input4[28], input5[28], input6[28], input7[28], input8[28], S0, S1, S2, out[28]);
mux_1bit_8x3 mux30(input1[29], input2[29], input3[29], input4[29], input5[29], input6[29], input7[29], input8[29], S0, S1, S2, out[29]);
mux_1bit_8x3 mux31(input1[30], input2[30], input3[30], input4[30], input5[30], input6[30], input7[30], input8[30], S0, S1, S2, out[30]);
mux_1bit_8x3 mux32(input1[31], input2[31], input3[31], input4[31], input5[31], input6[31], input7[31], input8[31], S0, S1, S2, out[31]);
endmodule
==> flow_summary.yaml <==
# generated from flow reports
yosys:
  yosysWarnings: 0
  synth_area_um2: 2310
  yosys-stat-area_um2: 2310
  sequential_fraction_of_the_synthesis_area_pct: 0
  syn-instance-count: 146
  dominant_cell_area_share_pct: 43.3
  synth.distinct_cells: 7
  synthTopCellsByArea: "mux4_1, mux4_2, mux2_2"
  yosys.cell_count.top_type: "mux4_1"
  top_cells_by_count_synth: "mux4_1, buf_4, mux2_2, mux4_2, buf_1"
  syn_area_per_cell_um2: 15.8
  yosysTopAreaCell: "mux4_1"
  yosys-stat-cells: 146
placed_design:
  globalplace.congestion: 0.858
  detailed_place_hpwl_um: 11200
  portBuffers: 291
  place.detailed.instances: 624
  pre_cts_slack_ns: -0.186
critical_path:
  worst_setup_path_end_kind: "output pin"
  startpoint_class_of_the_critical_path: "input port"
  worst-path-max-fanout: 7
  critPathKind: "input port to output pin"
  cp_data_required_time_ns: 2.00
  worst-endpoint-arrival_ns: 1.96
cells_and_area:
  post_layout_nonfiller_instances: 642
  final_core_util_pct: 30.4
  area.growth.synth_to_final_pct: 136
  area_of_all_sequential_standard_cells_um2: 0
  clkbuf_count: 0
  drive_above_1_share_pct: 27.6
  numSequentialCells: 0
detailed_routing:
  vias_per_cell: 4.00
  ant_nets: 0
  drt-pass1-iter-count: 4
  drt-wirelength-per-cell_um: 20.8
  vias: 2568
  drt_first_iter_violations: 73
  drc_errors: 0
  drt-total-wl_um: 13400
  antenna_cells_inserted: 0
global_routing:
  grt_pass1_wl_um: 19300
  pin_count_of_the_biggest_net_entering_global_routing: 34
  number_of_global_route_vias_before_repair: 3019
  grt_antenna_before_repair: 0
  gr-usage-all-layers_pct: 10.4
  overflow: 0
floorplanning:
  core_area_um2: 18000
  vertical_die_dimension_um: 155
  number_of_core_rows: 49
  floorplan.initialDensity_pct: 12.8
  die_area_um2: 24000
  die_x_size_um: 155
  io-pin-count: 291
status:
  status: "finished clean"
power_and_ir_drop:
  power_density_nw_per_um2: 165
  cellLeakagePower_uw: 0.00208
  total_power_uw: 899
  maximum_vdd_ir_drop_uv: 79.9
final_timing:
  hold_violations: 0
  fmax_mhz: 407
  finalClockPeriodUsage_pct: 98.2
  rsz_0062_raised_after_global_routing: "no"
  timing.final.ws_setup_ns: 0.0446
  max_slew.worst_pin.slew_ns: 0.338
  max-slew-margin-rel_pct: 77.4
  finalCriticalPeriod_ns: 2.46
  final_max_slew_viol_count: 0
  finalSetupViolations: 0
run:
  cap_violations: 0
  openroad.warnings: 33
hold_path:
  holdCritPathClass: "input port to output pin"
clock_tree:
  post_cts_hold_buffer_count: 0
-- power by group --
group | internal (uW) | switching (uW)
logic | 696 | 203
registers | 0 | 0
clock network | 0 | 0
-- cell type report --
type / instances / area (um2)
fillers: 1798 / 12500
repair buffers: 317 / 3270
multi-input cells: 96 / 1900
well taps: 229 / 287
-- cell families after synthesis --
group	share of synthesized area, %
mux	84.3
buf+inv	15.7
-- cell usage in the layout, fill, tap and decap left out, drive strengths merged --
cell type,Yosys,routed
dlymetal6s2s,0,5
dlygate4sd2,0,35
mux4,64,64
buf,50,29
clkdlybuf4s50,0,244
clkdlybuf4s15,0,4
mux2,32,32
-- layer usage --
layer,part of all wire (%),routed length (um),global-route usage [%],vias to the layer above
met5,0,0,0,-
met4,0,0,0,0
met3,9.9,1320,3.64,0
met2,51,6790,17.8,157
met1,39,5270,13.4,1251
li1,-,-,-,1160
-- final timing paths --
check	from	end	slack, ns	cells past startpoint
hold / removal	S1	out[8]	1.55	4
setup / recovery	S0	out[19]	0.04	7
-- what timing repair did --
item	CTS	global route
resized	89	13
endpoints found under the setup margin	32	18
gates cloned	3	0
setup buffers	13	5
-- worst max-delay path, stage by stage --
cell           delay (ns)
buf_16               0.10
buf_16               0.12
buf_12               0.13
buf_4                0.11
mux4_2               0.47
mux2_4               0.27
dlygate4sd2_1        0.24
-- per-stage QoR --
stage,hold slack [ns],setup TNS [ns],cell area (um2)
after floorplan,1.39,0,2310
after global placement,1.91,-4.33,5250
after detailed placement,1.92,-4.32,5250
after CTS,1.67,-0.358,5460
after global routing,1.58,0,5460
final,1.55,0,5460
No activity file was given, so power comes from the tool's default toggle rates.
