==> /design/flow/design.v <==
module mux_16bit_2x1(input [15:0]in1, input [15:0]in2, input s, output[15:0] out);
mux_1bit_2x1 mux1(in1[0], in2[0], s, out[0]);
mux_1bit_2x1 mux2(in1[1], in2[1], s, out[1]);
mux_1bit_2x1 mux3(in1[2], in2[2], s, out[2]);
mux_1bit_2x1 mux4(in1[3], in2[3], s, out[3]);
mux_1bit_2x1 mux5(in1[4], in2[4], s, out[4]);
mux_1bit_2x1 mux6(in1[5], in2[5], s, out[5]);
mux_1bit_2x1 mux7(in1[6], in2[6], s, out[6]);
mux_1bit_2x1 mux8(in1[7], in2[7], s, out[7]);
mux_1bit_2x1 mux9(in1[8], in2[8], s, out[8]);
mux_1bit_2x1 mux10(in1[9], in2[9], s, out[9]);
mux_1bit_2x1 mux11(in1[10], in2[10], s, out[10]);
mux_1bit_2x1 mux12(in1[11], in2[11], s, out[11]);
mux_1bit_2x1 mux13(in1[12], in2[12], s, out[12]);
mux_1bit_2x1 mux14(in1[13], in2[13], s, out[13]);
mux_1bit_2x1 mux15(in1[14], in2[14], s, out[14]);
mux_1bit_2x1 mux16(in1[15], in2[15], s, out[15]);
endmodule
module mux_1bit_2x1(input in1, in2, s, output out);
    assign out = (s == 0) ? in1 : in2;
endmodule
module mux_32bit_2x1(input [31:0] in1, input [31:0] in2, input s, output [31:0] out);
mux_16bit_2x1 m1(in1[31:16], in2[31:16], s, out[31:16]);
mux_16bit_2x1 m2(in1[15:0], in2[15:0], s, out[15:0]);
endmodule
==> /design/flow/run.sh <==
#!/bin/bash
# OpenROAD 26Q1-2900-gdf79404cd8, Yosys 0.63+post, stock flow scripts
make -C /OpenROAD-flow-scripts/flow DESIGN_CONFIG=/design/flow/config.mk WORK_HOME=/design/flow/orfs finish
==> /design/flow/config.mk <==
export PLATFORM = sky130hd
export DESIGN_NAME = mux_32bit_2x1
export DESIGN_NICKNAME = mux_32bit_2x1
export VERILOG_FILES = /design/flow/design.v
export SDC_FILE = /design/flow/constraint.sdc
export NUM_CORES = 4
export LEC_CHECK = 1
export CORE_AREA = 10 10 70 70
export DIE_AREA = 0 0 80 80
==> /design/flow/constraint.sdc <==
current_design mux_32bit_2x1

set clk_period 1.0
set clk_io_pct 0.2

create_clock -name clk0 -period $clk_period

set non_clock_inputs [all_inputs -no_clocks]
set_input_delay [expr $clk_period * $clk_io_pct] -clock clk0 $non_clock_inputs
set_output_delay [expr $clk_period * $clk_io_pct] -clock clk0 [all_outputs]
==> impl_results.html <==
<h2>Synthesis and place &amp; route</h2>
<table>
<tr><th>Metric</th><th>Value</th></tr>
<tr><th colspan="2">Status</th></tr>
<tr><td>Outcome</td><td>complete, but fails checks</td></tr>
<tr><td>Failing checks</td><td>setup timing</td></tr>
<tr><th colspan="2">Synthesis</th></tr>
<tr><td>Cells after Synth</td><td>68</td></tr>
<tr><td>AND/OR/NAND/NOR Cells, Area Fraction</td><td>0%</td></tr>
<tr><td>Netlist area before placement</td><td>784.5 um2</td></tr>
<tr><td>YS warnings</td><td>0</td></tr>
<tr><td>Most area-consuming cells after synthesis</td><td>sky130_fd_sc_hd__mux2_4, sky130_fd_sc_hd__buf_4, sky130_fd_sc_hd__buf_12</td></tr>
<tr><td>Cell total in the yosys stat output</td><td>68</td></tr>
<tr><td>XORs/XNORs by Area</td><td>0%</td></tr>
<tr><td>Dominant kind of combinational cell</td><td>multiplexers</td></tr>
<tr><td>Adder Area Share</td><td>0%</td></tr>
<tr><td>Total cell area reported by yosys after synthesis</td><td>784.5 um2</td></tr>
<tr><td>Mean area per synthesized cell</td><td>11.54 um2</td></tr>
<tr><td>Post-synth seq share</td><td>0%</td></tr>
<tr><td>AND-OR/OR-AND share of the synthesized area</td><td>0%</td></tr>
<tr><td>Multiplexer fraction of the synthesized cell area</td><td>60.29%</td></tr>
<tr><td>Post-synthesis cell type with the largest combined area</td><td>sky130_fd_sc_hd__mux2_4</td></tr>
<tr><td>Area share of the largest cell type after synthesis</td><td>57.42%</td></tr>
<tr><td>Most frequent cells after synthesis</td><td>sky130_fd_sc_hd__buf_4, sky130_fd_sc_hd__mux2_4, sky130_fd_sc_hd__buf_12</td></tr>
<tr><td>Count of unique library cells instantiated by Yosys</td><td>5</td></tr>
<tr><td>Cell with the most instances after synthesis</td><td>sky130_fd_sc_hd__buf_4</td></tr>
<tr><th colspan="2">Pwr</th></tr>
<tr><td>Net switching power figure</td><td>136.0 uW</td></tr>
<tr><td>Maximum vdd ir drop</td><td>0.2112 mV</td></tr>
<tr><td>Proportion of power drawn by flip-flops and latches</td><td>0%</td></tr>
<tr><td>Internal power</td><td>466.2 uW</td></tr>
<tr><td>Power density over the cells</td><td>390.7 mW/mm2</td></tr>
<tr><td>Share of total power in combinational logic</td><td>100.0%</td></tr>
<tr><td>Static leakage</td><td>0.0008423 uW</td></tr>
<tr><td>Proportion of power drawn by the clock network</td><td>0%</td></tr>
<tr><td>Fraction of power spent switching nets</td><td>22.58%</td></tr>
<tr><th colspan="2">Floorplan</th></tr>
<tr><td>Fp util</td><td>22.97%</td></tr>
<tr><td>Die W</td><td>80 um</td></tr>
<tr><td>Number of primary I/O pins</td><td>97</td></tr>
<tr><td>Total die area</td><td>0.006400 mm2</td></tr>
<tr><td>DIE HEIGHT</td><td>80 um</td></tr>
<tr><td>Placement Rows</td><td>21</td></tr>
<tr><td>Total core area</td><td>0.003416 mm2</td></tr>
<tr><th colspan="2">STA</th></tr>
<tr><td>Final tally of hold violations</td><td>0</td></tr>
<tr><td>Final Max-Slew Violation Tally</td><td>0</td></tr>
<tr><td>Number of endpoints failing setup at the final stage</td><td>32</td></tr>
<tr><td>Part of the cycle the worst path needs</td><td>108.6%</td></tr>
<tr><td>RSZ-0062 raised after global routing</td><td>yes</td></tr>
<tr><td>Worst slew margin relative to its limit</td><td>95.76%</td></tr>
<tr><td>Transition time of the tightest slew-check pin</td><td>0.06358 ns</td></tr>
<tr><td>Final critical-path required period</td><td>1.086 ns</td></tr>
<tr><td>Final Worst Setup Slack</td><td>-0.08577 ns</td></tr>
<tr><td>F_max</td><td>921.0 MHz</td></tr>
<tr><th colspan="2">Drt</th></tr>
<tr><td>Number of diodes added for antenna fixing</td><td>0</td></tr>
<tr><td>Number of detailed-route iterations in the first pass</td><td>1</td></tr>
<tr><td>Vias/cell</td><td>3.807</td></tr>
<tr><td>Overall via count from detail_route</td><td>689</td></tr>
<tr><td>Drt drc</td><td>0</td></tr>
<tr><td>DRC violation total after the first TritonRoute iteration</td><td>0</td></tr>
<tr><td>Number of nets with antenna violations after routing</td><td>0</td></tr>
<tr><td>Average wire length per cell after detail routing</td><td>15.81 um</td></tr>
<tr><td>Drt total wl</td><td>2861 um</td></tr>
<tr><th colspan="2">Global route</th></tr>
<tr><td>Overflow left after global routing</td><td>0</td></tr>
<tr><td>Number of global-route vias before repair</td><td>755</td></tr>
<tr><td>Overall track demand over capacity in global routing</td><td>7.920%</td></tr>
<tr><td>Largest net degree at the start of global routing</td><td>7</td></tr>
<tr><td>Wire length of the first global-routing pass</td><td>4105 um</td></tr>
<tr><td>Antenna violations before repair</td><td>0</td></tr>
<tr><th colspan="2">Clocking</th></tr>
<tr><td>Setup Buffers After CTS</td><td>0</td></tr>
<tr><td>Number of hold buffers added after CTS</td><td>0</td></tr>
<tr><th colspan="2">Setup path</th></tr>
<tr><td>Number of buffer and inverter instances along the worst setup path</td><td>3</td></tr>
<tr><td>Ordered list of cells on the worst path</td><td>buf_12, buf_16, mux2_4, buf_6</td></tr>
<tr><td>Critical-path top delay cell</td><td>sky130_fd_sc_hd__mux2_4</td></tr>
<tr><td>Critical path class</td><td>in2out</td></tr>
<tr><td>Required arrival time at the worst endpoint</td><td>0.80 ns</td></tr>
<tr><td>Category of the worst setup path capture point</td><td>primary output</td></tr>
<tr><td>Nature of the critical path startpoint</td><td>input port</td></tr>
<tr><td>Cell family with the largest share of critical-path delay</td><td>buffers and inverters</td></tr>
<tr><td>CP Max Fanout</td><td>6</td></tr>
<tr><td>Crit-path max cell delay</td><td>0.30 ns</td></tr>
<tr><td>CP Data Arrival Time</td><td>0.89 ns</td></tr>
<tr><th colspan="2">Cells and area</th></tr>
<tr><td>Fill cell instance count of the final layout</td><td>354</td></tr>
<tr><td>Area growth from synthesis to layout</td><td>96.49%</td></tr>
<tr><td>Final Core Density</td><td>45.13%</td></tr>
<tr><td>Combinational gate area</td><td>480.5 um2</td></tr>
<tr><td>Register area</td><td>0 um2</td></tr>
<tr><td>Final Instance Area</td><td>0.001541 mm2</td></tr>
<tr><td>Proportion of layout cells with a drive suffix above 1</td><td>52.59%</td></tr>
<tr><td>Seq Cell Count</td><td>0</td></tr>
<tr><td>Clock buffers</td><td>0</td></tr>
<tr><th colspan="2">Hold path</th></tr>
<tr><td>Worst hold path depth</td><td>3</td></tr>
<tr><td>Hold Startpoint</td><td>in2[2]</td></tr>
<tr><td>End point of the worst hold path</td><td>out[2]</td></tr>
<tr><td>Type of the tightest min-delay check</td><td>in2out</td></tr>
<tr><th colspan="2">Placed design</th></tr>
<tr><td>Half-perimeter wire length after detailed placement</td><td>2440 um</td></tr>
<tr><td>PortBufs</td><td>97</td></tr>
<tr><td>Global placement routability congestion</td><td>0.7631</td></tr>
<tr><td>Cell area after placement</td><td>0.001536 mm2</td></tr>
<tr><th colspan="2">Flow run</th></tr>
<tr><td>OpenROAD warning count</td><td>35</td></tr>
<tr><td>Max Cap Viol</td><td>0</td></tr>
</table>
-- how the worst max path moves through the flow --
stage / slack [ns] / depth (start not counted) / to / startpoint
global route: -0.10 / 4 / out[26] / s
finish: -0.09 / 4 / out[5] / s
CTS: -0.09 / 4 / out[15] / s
-- power by group through the flow --
stage | logic, uW | registers, uW | clock network (uW)
after CTS | 617 | 0 | 0
after global routing | 645 | 0 | 0
final | 602 | 0 | 0
-- per-stage QoR --
stage / cells / hold WS, ns / setup WS (ns) / total power [uW] / TNS [ns]
global placement: 177 / 1.314 / -0.5103 / 654.4 / -15.30
CTS: 181 / 0.7991 / -0.09264 / 617.4 / -2.627
detailed placement: 177 / 1.309 / -0.5049 / 657.9 / -15.37
global route: 181 / 0.8097 / -0.1014 / 645.4 / -2.931
floorplan: 68 / 0.5906 / -0.04820 / 413.4 / -1.446
finish: 181 / 0.7944 / -0.08577 / 602.2 / -2.418
-- tightest hold or removal path, cell delays in order --
cell and delay [ns]:
sky130_fd_sc_hd__dlygate4sd2_1 0.19, sky130_fd_sc_hd__mux2_4 0.13, sky130_fd_sc_hd__buf_2 0.08
-- cells by family (layout without fill, tap and decap cells) --
logic type | after synthesis | count (layout)
buffers and inverters | 36 | 103
muxes | 32 | 32
-- placed cells by master (no fill, tap or decap), drive strengths merged --
master	instances
mux2	32
buf	39
dlygate4sd2	64
-- cell type report --
type               count  share of cell area, %
repair buffers       103                  65.10
well taps             46                  3.734
multi-input cells     32                  31.17
-- per-layer routing --
layer	vias up	GRT usage (%)	routed length, um
met3	0	2.386	274
li1	336	-	-
met4	0	0	0
met2	49	14.37	1419
met1	304	9.426	1166
met5	-	0	0
-- timing repair --
item,CTS,global route
endpoints found under the setup margin,32,32
cloned,4,0
resized,188,0
endpoints found under the hold margin,0,0
Power is estimated from default activity; no workload was simulated.
